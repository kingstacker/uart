==> /design/flow/design.v <==
module  uart_rx (
    input    wire             clk                  ,
        input    wire             rst_n                ,
        input    wire    [2:0]    bps_set              ,
        input    wire             rx                   ,
    output   wire    [7:0]    data_o               ,
        output   wire             rx_done              
);
reg  rx_reg0;
reg  rx_reg1;
reg  rx_temp0;
reg  rx_temp1;
reg  bps_clk;
reg  bps_en;
wire rx_neg;
reg [8:0] bps;
reg [8:0] bps_cnt;
reg [7:0] cnt;
reg rx_done_reg;
reg [7:0] data_o_reg;
reg [7:0] data_o_reg1;
always @(posedge clk or negedge rst_n) begin  
    if (~rst_n) begin
        rx_reg0 <= 0;
        rx_reg1 <= 0;
    end  
    else begin
        rx_reg0 <= rx;
        rx_reg1 <= rx_reg0;    
    end  
end  
always @(posedge clk or negedge rst_n) begin  
    if (~rst_n) begin
        rx_temp0 <= 0;
        rx_temp1 <= 0;
    end  
    else begin
        rx_temp0 <= rx_reg1;
        rx_temp1 <= rx_temp0;    
    end  
end  
assign rx_neg = (~rx_temp0)&&rx_temp1;
always @(posedge clk or negedge rst_n) begin
    if (~rst_n) begin
        bps <= 9'd324;  
    end  
    else begin
        case (bps_set)
                3'd0:    bps <= 9'd324;   
                3'd1:    bps <= 9'd162;   
                3'd2:    bps <= 9'd80 ;   
                3'd3:    bps <= 9'd53 ;   
                3'd4:    bps <= 9'd26 ;   
                default: bps <= 9'd324;
            endcase  
    end  
end  
always @(posedge clk or negedge rst_n) begin  
    if (~rst_n) begin
        bps_cnt <= 0;
    end  
    else begin
        if (bps_en == 1'b1) begin
        	bps_cnt <= (bps_cnt == bps) ? 9'd0 : bps_cnt + 1'b1;
        end
        else begin
            bps_cnt <= 0;    	
        end    
    end  
end  
always @(posedge clk or negedge rst_n) begin  
    if (~rst_n) begin
        bps_clk <= 0;
    end  
    else begin
        if (bps_cnt == 9'd1) begin
        	bps_clk <= 1'b1;
        end 
        else begin
            bps_clk <= 1'b0;   	
        end   
    end  
end  
always @(posedge clk or negedge rst_n) begin  
    if (~rst_n) begin
        cnt <= 0;
    end  
    else begin
        if (bps_en == 1'b1) begin
        	cnt <= (bps_clk == 1'b1) ? cnt + 1'b1 : cnt;
        end
        else begin
            cnt <= 0;    	
        end    
    end  
end  
always @(posedge clk or negedge rst_n) begin
    if (~rst_n) begin
        bps_en <= 0;
    end  
    else begin
        if (rx_neg == 1'b1) begin
        	bps_en <= 1'b1;
        end    
        else begin
        	bps_en <= (cnt == 8'd159 || (cnt == 8'd7 && (rx_reg1))) ? 1'b0 : bps_en;
        end
    end  
end  
always @(posedge clk or negedge rst_n) begin
    if (~rst_n) begin
        rx_done_reg <= 1'b0;
        data_o_reg  <= 0;
    end  
    else begin
        case (cnt)
            0  : begin rx_done_reg   <= 1'b0; end 
            23 : begin data_o_reg[0] <= rx_reg1; end 
      	    39 : begin data_o_reg[1] <= rx_reg1; end 
      	    55 : begin data_o_reg[2] <= rx_reg1; end 
      	    71 : begin data_o_reg[3] <= rx_reg1; end 
      	    87 : begin data_o_reg[4] <= rx_reg1; end 
      	    103: begin data_o_reg[5] <= rx_reg1; end 
      	    119: begin data_o_reg[6] <= rx_reg1; end 
      	    135: begin data_o_reg[7] <= rx_reg1; end 
      	    159: begin rx_done_reg   <= 1'b1; end 
      	    default: ;
        endcase  
    end  
end  
always @(posedge clk or negedge rst_n) begin
    if (~rst_n) begin
        data_o_reg1 <= 0;
    end  
    else begin
        data_o_reg1 <= (cnt == 8'd159) ? data_o_reg : data_o_reg1;    
    end  
end  
assign rx_done = rx_done_reg;
assign data_o  = data_o_reg1;
endmodule
module  uart_top (
    input    wire    clk          ,
        input    wire    rst_n        ,
        input    wire    rx           ,
    output   wire    tx           
);
wire rx_done;
wire [7:0] data_o;
uart_rx  uart_rx_u1( 
    .clk                (clk),
    .rst_n              (rst_n),
    .bps_set            (3'd0),
    .rx                 (rx),
    .data_o             (data_o),
    .rx_done            (rx_done)
);
uart_tx  uart_tx_u1( 
    .clk                (clk),
    .rst_n              (rst_n),
    .send_en            (rx_done),
    .bps_set            (3'd0),
    .data_i             (data_o),
    .tx                 (tx),
    .tx_done            ()
);
endmodule
module  uart_tx (
    input    wire             clk            ,
        input    wire             rst_n          ,
        input    wire             send_en        ,
        input    wire    [2:0]    bps_set        ,  
        input    wire    [7:0]    data_i         ,
    output   wire             tx             ,
        output   wire             tx_done 
);
reg send_en_reg0;
reg send_en_reg1;
reg [7:0] data_i_reg;
reg bps_clk;
reg bps_en;
reg [12:0] bps;
reg [12:0] bps_cnt;
reg [3:0] cnt;
reg tx_done_reg;
reg tx_reg;
always @(posedge clk or negedge rst_n) begin
    if (~rst_n) begin
        bps <= 13'd5207;  
    end  
    else begin
        case (bps_set)
                3'd0:    bps <= 13'd5207;     
                3'd1:    bps <= 13'd2603;     
                3'd2:    bps <= 13'd1301;     
                3'd3:    bps <= 13'd867 ;     
                3'd4:    bps <= 13'd433 ;     
                default: bps <= 13'd5207;
            endcase  
    end  
end  
always @(posedge clk or negedge rst_n) begin  
    if (~rst_n) begin
        bps_cnt <= 0;
    end  
    else begin
        if (bps_en == 1'b1) begin
        	bps_cnt <= (bps_cnt == bps) ? 13'd0 : bps_cnt + 1'b1;
        end
        else begin
            bps_cnt <= 0;    	
        end    
    end  
end  
always @(posedge clk or negedge rst_n) begin  
    if (~rst_n) begin
        bps_clk <= 0;
    end  
    else begin
        if (bps_cnt == 13'd1) begin
        	bps_clk <= 1'b1;
        end 
        else begin
            bps_clk <= 1'b0;   	
        end   
    end  
end  
always @(posedge clk or negedge rst_n) begin  
    if (~rst_n) begin
        send_en_reg0 <= 0;
        send_en_reg1 <= 0;
    end  
    else begin
        send_en_reg0 <= send_en;
        send_en_reg1 <= send_en_reg0;    
    end  
end  
always @(posedge clk or negedge rst_n) begin  
    if (~rst_n) begin
        data_i_reg <= 0;
    end  
    else begin
        data_i_reg <= (send_en_reg1) ? data_i : data_i_reg;    
    end  
end  
always @(posedge clk or negedge rst_n) begin
    if (~rst_n) begin
        bps_en <= 1'b0;
    end  
    else begin
        if (send_en_reg1 == 1'b1) begin
        	bps_en <= 1'b1;
        end    
        else begin
        	bps_en <= (cnt == 4'd10) ? 1'b0 : bps_en;
        end
    end  
end  
always @(posedge clk or negedge rst_n) begin
    if (~rst_n) begin
        cnt <= 0;
    end  
    else begin
        if (cnt == 4'd10) begin
        	cnt <= 0;
        end    
        else begin
        	cnt <= (bps_clk == 1'b1) ? cnt + 1'b1 : cnt;
        end
    end  
end  
always @(posedge clk or negedge rst_n) begin
    if (~rst_n) begin
        tx_done_reg <= 1'b0;
        tx_reg <= 1'b1;
    end  
    else begin
        case (cnt)
                0 : begin tx_done_reg <= 1'b0;tx_reg <= 1'b1; end
                1 : begin tx_reg <= 1'b0; end
                2 : begin tx_reg <= data_i_reg[0]; end
                3 : begin tx_reg <= data_i_reg[1]; end
                4 : begin tx_reg <= data_i_reg[2]; end
                5 : begin tx_reg <= data_i_reg[3]; end
                6 : begin tx_reg <= data_i_reg[4]; end
                7 : begin tx_reg <= data_i_reg[5]; end
                8 : begin tx_reg <= data_i_reg[6]; end
                9 : begin tx_reg <= data_i_reg[7]; end
                10: begin tx_done_reg <= 1'b1;tx_reg <= 1'b1; end
                default:  begin tx_done_reg <= 1'b0;tx_reg <= 1'b1; end
            endcase  
    end  
end  
assign tx_done = tx_done_reg;
assign tx = tx_reg;
endmodule
==> /design/flow/run.sh <==
#!/bin/bash
# OpenROAD 26Q1-2900-gdf79404cd8, Yosys 0.63+post, stock flow scripts
make -C /OpenROAD-flow-scripts/flow DESIGN_CONFIG=/design/flow/config.mk WORK_HOME=/design/flow/orfs finish
==> /design/flow/config.mk <==
export PLATFORM = sky130hd
export DESIGN_NAME = uart_top
export DESIGN_NICKNAME = uart_top
export VERILOG_FILES = /design/flow/design.v
export SDC_FILE = /design/flow/constraint.sdc
export NUM_CORES = 4
export LEC_CHECK = 1
export CORE_UTILIZATION = 40
==> /design/flow/constraint.sdc <==
current_design uart_top

set clk_period 3.9
set clk_io_pct 0.2

create_clock -name clk0 -period $clk_period [get_ports {clk}]

set non_clock_inputs [all_inputs -no_clocks]
set_input_delay [expr $clk_period * $clk_io_pct] -clock clk0 $non_clock_inputs
set_output_delay [expr $clk_period * $clk_io_pct] -clock clk0 [all_outputs]
==> metrics.yaml <==
final_timing:
  setup_viol: 0
  maxSlewHeadroom: 0.540
  timing.fmax_mhz: 484
  rsz0062_at_grt: "no"
  period_used_share: 0.530
  hold_viol_final: 0
  fin_crit_ns: 2.07
  tightest_slew_ns: 0.688
  final_max_slew_viol_count: 0
  fin_skew_ns: 0.00355
  hold_ws_ns: 0.350
  tns_ns: 0
place:
  place_area_sq_um: 3290
  port-buffer-count: 3
  place.gp.congestion: 0.818
  dp.final_hpwl_mm: 3.23
  dpl.cell_count: 372
power_and_ir_drop:
  p_seq_frac: 0.545
  switching_share: 0.275
  p_switching_uw: 437
  clkPwrFrac: 0.333
  power.density_nw_per_um2: 457
  vdd_ir_drop_max_mv: 0.267
  intPower_uw: 1150
  power.leakage_uw: 0.00150
  p_comb_frac: 0.122
worst_hold_path:
  hp-class: "reg -> reg"
  min_path_cells: 0
clock_tree:
  clk_latency_ns: 0.33
  htreeDepth: 3
  cts_setup_buffers: 0
  cts_tree: "yes"
  postCtsHoldBufs: 0
  cts.reportedPaths.clkPinSlew_ns: 0.07
  numClockSinks: 70
  cts_root_buffer: "clkbuf_8"
  ctsResizeCount: 0
  cts_inserted_buffers: 9
  clock_path_buffers: 2
setup_path:
  cp_top_family: "flip-flops"
  crit_fanout: 1
  max_stage_delay_ns: 0.52
  cp-start-kind: "register"
  cp_slowest_cell: "dfstp_2"
  cp-end-kind: "output port"
  cp.depth: 1
  arrival_ns: 1.29
  cp_data_required_time_ns: 3.12
  cp_num_buf_inv: 1
  crit_type: "reg -> out"
  crit_chain: "clkdlybuf4s50_1"
  reg2reg_depth: 3
global_route:
  grt_pass1_wl_mm: 9.07
  grt_pass1_vias: 2000
  grt_max_degree: 49
  grt_overflow: 0
  antenna_found_initial: 0
  grt_usage: 0.138
logic_synthesis:
  synth_flops: 70
  synthDistinctLibCells: 41
  ys.flop_type: "dfrtp_1"
  async_flop_share: 1.00
  postSynthCellCount: 279
  syn_avg_cell_area_sq_um: 11.4
  ys_seq_share: 0.549
  yosys_cells: 279
  synth-edff-count: 0
  yosys-stat-area_sq_um: 3190
  synthesis.area_sq_um: 3190
  ys.warnings.count: 2
floorplanning:
  die_y_um: 91.4
  num_io_pins: 4
  die-area_sq_um: 8350
  fp-row-count: 32
  fp.coreArea_sq_um: 7730
  die_x_um: 91.4
  initCoreUtil: 0.413
job:
  warnings: 29
  drv_cap: 0
final_layout:
  layout_top_cell: "dfrtp_1"
  largest_registers: "uart_tx_u1.bps_cnt (13), uart_rx_u1.bps_cnt (9)"
  layout_top_cells: "69 x dfrtp_1, 25 x mux2_2, 17 x nor2_1"
  instances_no_fill: 388
  final_area_sq_um: 3480
  top_register: "uart_tx_u1.bps_cnt"
  drive_gt1_frac: 0.185
  syn2layout_area_growth_pct: 8.85
  largest_reg_flops: 13
route:
  drtIter0Drc: 123
  drt.antenna.violating_nets: 0
  wl_per_cell_um: 12.7
  drt-total-wl_mm: 4.92
  num_antenna_cells: 0
  dr.pass1.iters: 4
  vias_per_cell: 5.28
  vias: 2050
  drc: 0
outcome:
  status: "finished clean"
==> worst paths after layout <==
| kind | start | to | slack [ns] |
|---|---|---|---|
| max in group asynchronous | rst_n | uart_rx_u1.cnt[1]$_DFFE_PN0P_ | 2.52 |
| worst max register to register | uart_tx_u1.bps_cnt[7]$_DFF_PN0_ | uart_tx_u1.bps_cnt[3]$_DFF_PN0_ | 1.97 |
| min in group asynchronous | rst_n | uart_tx_u1.bps_cnt[8]$_DFF_PN0_ | 0.41 |
| worst min register to register | uart_rx_u1.rx_reg0$_DFF_PN0_ | uart_rx_u1.rx_reg1$_DFF_PN0_ | 0.35 |
| worst min-delay path | uart_rx_u1.rx_reg0$_DFF_PN0_ | uart_rx_u1.rx_reg1$_DFF_PN0_ | 0.35 |
| worst max-delay path | uart_tx_u1.tx_reg$_DFF_PN1_ | tx | 1.83 |
==> routing by layer <==
| metal | GRT usage | share of wire | vias to the layer above |
|---|---|---|---|
| met5 | 0 | 0 | - |
| met3 | 0.0383 | 0.039 | 5 |
| met2 | 0.210 | 0.46 | 32 |
| li1 | - | - | 1016 |
| met1 | 0.214 | 0.49 | 997 |
| met4 | 0.0132 | 0.014 | 0 |
==> area by class of cell <==
type,count,area (sq um)
Clock buffer,13,169
Clock inverter,3,17.5
Fill cell,702,4250
Inverter,12,45.0
Multi-Input combinational cell,183,1330
Sequential cell,70,1750
Tap cell,102,128
Timing Repair Buffer,5,40.0
==> power by group through the flow <==
stage	Sequential (uW)	Clock [uW]	Combinational, uW
after CTS	867	555	198
after global routing	881	591	237
final	866	529	194
==> per-stage QoR <==
step,setup WS [ns],util,total power [uW]
6_report,1.83,0.450,1590
2_1_floorplan,2.13,-,1020
3_5_place_dp,1.98,0.426,1080
5_1_grt,1.77,0.450,1710
4_1_cts,1.81,0.450,1620
3_3_place_gp,2.02,0.426,1070
==> cells by family after synthesis <==
kind of cell	synth area share
AOI/OAI and AO/OA	0.0874
DFF	0.549
xor gates and xnor gates	0.0329
and+or+nand+nor	0.166
adders and majority gates	0.0274
muxes	0.101
buffers and inverters	0.0364
==> synth_stat cells (all sizes together), types with 2 or more instances <==
cell	number	share of area
buf	5	0.012
clkbuf	9	0.011
nand3b	3	0.0071
inv	12	0.014
or3	10	0.020
nand4b	3	0.0082
dfrtp	69	0.54
xor2	8	0.022
a21oi	16	0.025
o31ai	5	0.012
mux2	25	0.088
nand3	15	0.024
xnor2	4	0.011
nand4	11	0.022
or4	7	0.018
o21ai	14	0.023
nor2	17	0.020
nand2	13	0.015
nand2b	2	0.0039
ha	7	0.027
nor4	3	0.0059
mux2i	4	0.013
and4bb	3	0.012
==> worst register-to-register path, delay by kind of cell (launching register included) <==
kind	cells	cell delay [ns]
and+or+nand+nor	2	0.67
AOI/OAI and AO/OA	1	0.69
DFF	1	0.41
No activity file was given, so power comes from the tool's default toggle rates.
